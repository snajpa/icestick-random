==> design.v <==
module ws2811_sender
	#(
		parameter NUM_LEDS = 4,
		parameter SYSTEM_CLOCK = 50_000_000
	)(
	input	clk,
	input 	rst,
	input [NUM_LEDS*24 - 1:0]	datai,
	output reg	do,
	output reg 	sending
	);
	localparam integer NUM_BITS = NUM_LEDS*24;
	function integer log2;
		input integer                    value;
		begin
		 value = value-1;
		 for (log2=0; value>0; log2=log2+1)
		   value = value>>1;
		end
	endfunction
	localparam integer CYCLE_COUNT         = SYSTEM_CLOCK / 800000;
	localparam integer H0_CYCLE_COUNT      = 0.32 * CYCLE_COUNT;
	localparam integer H1_CYCLE_COUNT      = 0.64 * CYCLE_COUNT;
	localparam integer CLOCK_DIV_WIDTH     = log2(CYCLE_COUNT);
	localparam integer RESET_COUNT         = 100 * CYCLE_COUNT;
	localparam integer RESET_COUNTER_WIDTH = log2(RESET_COUNT);
	reg [RESET_COUNTER_WIDTH-1:0]         reset_counter; 
	reg [CLOCK_DIV_WIDTH-1:0]             clock_div;            
	localparam STATE_PRERESET = 3'd0;
	localparam STATE_RESET 	  = 3'd1;
	localparam STATE_PRESEND      = 3'd2;
	localparam STATE_SEND = 3'd3;
	localparam STATE_POST = 3'd4;
	localparam STATE_FINISHED = 3'd5;
	localparam STATE_LOADBUFFER = 3'd6;
	reg [3:0]	state;
	reg [log2(NUM_BITS):0] current_bit;
	reg [NUM_LEDS*24 - 1:0] buffer;
	always @ (posedge clk) begin
		if(rst) begin
			state <= STATE_PRERESET;
			sending <= 0;
		end
		else begin
			case (state)
				STATE_PRERESET: begin
					do <= 0;
					reset_counter <= 0;
					state <= STATE_RESET;
				end
				STATE_RESET: begin
					if ( reset_counter == RESET_COUNT-1) begin
						state <= STATE_LOADBUFFER;
					end		
					else begin
						reset_counter <= reset_counter + 1;
					end
				end
				STATE_LOADBUFFER: begin
					buffer <= datai;
					current_bit <= 0;
					state <= STATE_PRESEND;
				end
				STATE_PRESEND: begin
					clock_div <= 0;
					state <= STATE_SEND;
					do <= 1;	
					sending <= 1;
				end
				STATE_SEND: begin
					if(datai[current_bit] == 0 && clock_div >= H0_CYCLE_COUNT) begin
						do <= 0;
					end
					else if(datai[current_bit] == 1 && clock_div >= H1_CYCLE_COUNT) begin
						do <= 0;
					end
					if( clock_div == CYCLE_COUNT-1) begin
						state <= STATE_POST;
					end
					else begin
						clock_div <= clock_div + 1;
					end
				end
				STATE_POST: begin
					if ( current_bit != NUM_BITS-1 ) begin
						current_bit <= current_bit + 1;
						state <= STATE_PRESEND;
					end
					else begin
						state <= STATE_FINISHED;
					end
				end
				STATE_FINISHED: begin
					sending <= 0;
					current_bit <= 0;
					state <= STATE_LOADBUFFER;
				end
			endcase
		end
	end
endmodule
module top (
	clk,
	LED1
);
	input clk;
	output LED1;
	reg rst = 0;
	reg busy;
	reg [20*24-1:0] in = 'h000000;
	reg do;
ws2811_sender
#(
	.NUM_LEDS(20),
	.SYSTEM_CLOCK(12000000)
) sender (
	.clk(clk),
	.rst(rst),
	.datai(in),
	.do(do),
	.sending(busy)
);
always @ (posedge clk) begin
	LED1 <= do;
end
endmodule
==> run.sh <==
#!/bin/bash
# OpenROAD 26Q1-2900-gdf79404cd8, Yosys 0.63+post, stock flow scripts
make -C /OpenROAD-flow-scripts/flow DESIGN_CONFIG=/design/flow/config.mk WORK_HOME=/design/flow/orfs finish
==> config.mk <==
export PLATFORM = sky130hd
export DESIGN_NAME = top
export DESIGN_NICKNAME = top
export VERILOG_FILES = /design/flow/design.v
export SDC_FILE = /design/flow/constraint.sdc
export NUM_CORES = 4
export LEC_CHECK = 1
export CORE_AREA = 10 10 101 101
export DIE_AREA = 0 0 111 111
==> constraint.sdc <==
current_design top

set clk_period 2.0
set clk_io_pct 0.2

create_clock -name clk0 -period $clk_period [get_ports {clk}]

set non_clock_inputs [all_inputs -no_clocks]
set_input_delay [expr $clk_period * $clk_io_pct] -clock clk0 $non_clock_inputs
set_output_delay [expr $clk_period * $clk_io_pct] -clock clk0 [all_outputs]
==> results.txt <==
fresh numbers from the pnr run: Async SR Flop Fraction 0%, final setup violation count 0, Clock Skew roughly 0.0057 ns, top cells by area edfxtp_1, dfxtp_1, ha_1, xnor2_1, xor2_1, yosys stat area roughly 1500 um^2, core area 8130 um^2, Yosys reg bits 33, fraction of layout cells with a size suffix above 1 about 11%, Multiplexer share 0%, RSZ-0062 raised after global routing false, relative slew slack approximately 75%, Worst R2R Start sender.current_bit[0], post-route setup TNS 0 ns, Final min period roughly 1.7 ns, Dominant flop cell edfxtp_1, # clock sinks 33, EDFF count, synth 26, initial antenna violation count 0, startpoint type of the worst setup path flop, drt drc 0, Critical Path Start sender.current_bit[0], Clk pin slew, worst setup/hold paths about 0.07 ns, final hold violation count 0, hold crit path type flop to flop, fa+ha+maj area frac under 10%, Buffers on Ports 1, Max Freq between 0.5 and 0.6 GHz, R2R cell count 5, tool warnings 28, CTS Hold Bufs 0, DRT iter0 DRCs 52, Top cell excl fill/tap edfxtp_1, most frequent cells in the layout edfxtp_1, nor2_1, inv_1, nand3_1, clk buf depth 2, Post-synth seq share between 60% and 70%, design area 1770 um^2, post-synth top area share 51.5%, Top non-seq family simple AND/OR/NAND/NOR gates, Worst Tran Pin Value approximately 0.38 ns, Yosys cell types 30, Wirelength per Cell about 9 um, CTS tree built, max-cap viol count 0, Chip Area 12300 um^2, Mean Syn Cell Area around 12 um^2, clk root buf clkbuf_8, die width between 100 and 150 um, gr usage total 3.67%, r2r endpoint sender.current_bit[3], Final HPWL DP around 1.5 mm, VDD IR max a little under 0.2 mV, warnings from Yosys 5, synthesized cell area between 1500 and 2000 um^2, later-pin clock latency in the skew report between 0.2 and 0.3 ns, HP Start sender.do, GPL Wtd Cong 0.769, via count 924, first-pass GRT wire length approximately 4.0 mm, AO/OA Area Share around 6.5%, reg2reg setup slack approximately 0.25 ns, total CTS buffers 5, post-CTS setup buffer count 0, drt total wl approximately 2.2 mm, FP Util roughly a fifth, Worst setup EP type flop, area leader, netlist edfxtp_1, Mapped Cells between 100 and 150, Post-Synth Simple-Gate Area approximately 17%, vias in the first global route about 900, xor and xnor area share after synthesis a little over 8%, H-tree levels 2, DP Area ~1700 um^2, pins over their slew limit 0, Antenna diodes 0, area delta synth->final 16.8%, status finished clean, largest net degree at the start of global routing 12, Pre-antenna DRT Iters 4, Req. time, crit path just over 2 ns, power per cell area just under 700 nW/um^2, CTS resizes 0, Vias/cell around 3.7, I/O pin cnt 2, CP arrival 1.78 ns, Routed Antenna Nets 0, final worst path period share between 80% and 90%, critical path class flop to flop, cell count listed in synth_stat.txt about 130, crit path max fanout 10, Leak between 0.6 and 0.7 nW, grt total ovfl 0, row cnt 33, Critical Path End sender.current_bit[3], die height around 110 um
power breakdown:
| part | leakage (nW) | internal [W] | switching (W) | total [W] |
|---|---|---|---|---|
| Sequential | 0.359 | 0.000729 | 0 | 0.000729 |
| Clock | 0.0439 | 0.000240 | 0.000245 | 0.000485 |
| Combinational | 0.269 | 0 | 0 | 0.000000000269 |
worst min-delay path by stage:
stage	to	depth (start not counted)	slack, ns
finish	LED1	0	0.35
global route	LED1	0	0.36
CTS	LED1	0	0.35
sequential cells by signal, summed over array words and instances (netlist names):
register / count
sender.do: 1
sender.clock_div: 4
sender.current_bit: 10
LED1: 1
sender.state: 6
sender.reset_counter: 11
through the flow:
step | power, W | setup slack [ns] | hold WS [ns] | utilization, % | instances
after detailed placement | 0.000744 | 0.273 | 0.327 | 20.7 | 239
after global routing | 0.00126 | 0.0268 | 0.356 | 21.8 | 247
final | 0.00121 | 0.254 | 0.346 | 21.8 | 247
after CTS | 0.00123 | 0.259 | 0.346 | 21.8 | 247
after floorplan | 0.000744 | 0.155 | 0.323 | - | 130
after global placement | 0.000744 | 0.303 | 0.325 | 20.7 | 239
layout make-up:
type                            instances  area (um^2)
Clock inverter                          3         17.5
Clock buffer                            5         68.8
Timing Repair Buffer                    5         40.0
Sequential cell                        33          921
Tap cell                              105          131
Inverter                               11         41.3
Multi-Input combinational cell         85          549
Fill cell                             839         6360
synthesized netlist by cell type (4+ instances only):
cell      instances
xnor2_1           7
inv_1            11
xor2_1            7
nor2_1           14
o21ai_0           4
a21oi_1           5
dfxtp_1           7
nand2_1           4
ha_1              6
nand3_1          11
edfxtp_1         26
routing by layer:
metal | wire, um | vias to the layer above | part of all wire, % | track usage [%]
met2 | 907 | 16 | 42 | 5.54
met4 | 68 | 0 | 3.1 | 0.955
met3 | 72 | 5 | 3.3 | 1.20
li1 | - | 490 | - | -
met1 | 1120 | 413 | 52 | 4.97
met5 | 0 | - | 0 | 0
cells by family (layout without fill, tap and decap cells):
family | after synthesis | in the layout
flops | 33 | 33
xor+xnor | 14 | 14
buf+inv | 12 | 24
simple gates | 49 | 49
fa+ha+maj | 6 | 6
compound gates | 16 | 16
worst max-delay path, cell delays in order, from the launching register on:
cell	delay [ns]
edfxtp_1	0.41
ha_1	0.22
nand4_1	0.18
nor4_1	0.38
a21oi_1	0.12
buf_4	0.19
No activity file was given, so power comes from the tool's default toggle rates.
